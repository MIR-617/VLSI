$ cat /design/flow/run.sh
#!/bin/bash
# OpenROAD 26Q1-2900-gdf79404cd8, Yosys 0.63+post, stock flow scripts
make -C /OpenROAD-flow-scripts/flow DESIGN_CONFIG=/design/flow/config.mk WORK_HOME=/design/flow/orfs finish
$ cat /design/flow/config.mk
export PLATFORM = sky130hd
export DESIGN_NAME = sync_ram_2
export DESIGN_NICKNAME = sync_ram_2
export VERILOG_FILES = /design/flow/design.v
export SDC_FILE = /design/flow/constraint.sdc
export NUM_CORES = 4
export LEC_CHECK = 1
export CORE_UTILIZATION = 40
$ cat /design/flow/constraint.sdc
current_design sync_ram_2

set clk_period 5.1
set clk_io_pct 0.2

create_clock -name clk0 -period $clk_period [get_ports {clk}]

set non_clock_inputs [all_inputs -no_clocks]
set_input_delay [expr $clk_period * $clk_io_pct] -clock clk0 $non_clock_inputs
set_output_delay [expr $clk_period * $clk_io_pct] -clock clk0 [all_outputs]
$ cat /design/flow/design.v
interface and_if;
  logic a,b;
  logic y;
endinterface
module sync_ram_2(input reg clk,
                 input reset,
                  input reg[4:0] data_in,
                  input reg [6:0]address,
                input write,
                input read,
                  output reg[4:0] data_out);
  reg[4:0]ram[128:0];
  always @(posedge clk)begin
    if(reset)
      data_out<=0;
    else if(clk==1 && write==1 && read==0)
      ram[address]<=data_in;
    else if(clk==1 && write==0 && read==1)
      data_out<=ram[address];
  end
endmodule
==> summary.txt <==
Main metrics from the flow reports.

TritonCTS built the clock tree. The Yosys chip area is 0.0259 sq mm. For this design the top-level I/O count stands at 21. The detailed-route wire length per cell came out at 30.4 microns. The tally of non-filler cells in the final layout is 2833. In this run, flip-flops and latches consume 48.5% of the power. The number of antenna violations at the first check in global routing came out at 2. The sum of overflow across all layers after global routing is 0.

The fraction of the core area occupied by cells at floorplan came out at 40.8%. The most used cell along the critical path is clkbuf_16. The clock latency reported for the late side of the worst-skew pair is 0.73 ns. Entering global routing, the biggest net connects 84 pins. The area of combinational cells with multiple inputs came out at 0.00595 sq mm. The layout-stage area growth over the synthesis result came out at 59.4%. The highest fanout seen on the critical path came out at 12. In this run the VDD rail shows a maximum IR drop of 0.260 mV. The flow ran to the end, and the final reports show no timing, DRC or antenna violations. The internal power contribution came out at 9.50 mW.

The cell row count is 92. The number of synthesis warnings came out at 1. The signal on the critical path passes through clkbuf_16 -> clkbuf_16 -> clkbuf_16 -> clkbuf_16 -> clkbuf_16 -> clkbuf_16 -> clkbuf_16 -> clkbuf_16 -> nand2_1 -> nor3_1 -> clkbuf_16 -> clkbuf_16 -> nand4_1 -> clkbuf_16 -> clkbuf_16 -> nor2_1 -> clkbuf_16 -> clkbuf_16. The synthesized instance count came out at 1283. The height of the die is 257 microns. The count of hold-fix buffers inserted at cts is 0.

For this run, the final setup violation count is recorded as 0. For this run, the register share of the synthesized area comes to 74.5%. The final max-slew violation count recorded for this run is 0. The post-synthesis cell type with the largest combined area is edfxtp_1. The count of cells along the worst hold path came out at 2.

In this run the biggest area consumer among cell types represents 74.1% of the synthesized area. The max capacitance violation total came out at 0. The post-route worst setup slack is 0.337 ns. The total stage count of the critical path is 18. The data required time reported for the critical path is 5.59 ns. The filler cell count is 3749. The actual transition at the worst max-transition pin came out at 1.06 ns. The area of the core is 0.0635 sq mm.

The placer's final routability congestion estimate came out at 0.937. The all-layer global routing usage is 30.8%. For the final routed database, the setup TNS stands at 0 ns. The most common cell after layout, fill and taps aside is edfxtp_1. The startpoint kind of the worst setup timing path is a clock port. The post-CTS setup buffer count is 0. The largest incremental delay on the critical path is 0.21 ns.

In the layout the commonest cells are 640 x edfxtp_1, 539 x clkbuf_16, 136 x nor2_1. The switching power came out at 2.57 mW. After layout, the setup clock skew is reported as 0.0294 ns.

For reference, the most critical setup path is categorized as clk2reg. The synthesis stat section lists a flop and latch total of 645. The type of the tightest min-delay check is reg2reg. The average vias per placed instance is 6.12. The number of global-route vias before repair was 22800. The data arrival time reported for the critical path is 5.25 ns. STA classifies the critical path endpoint as a flip-flop. The detailed router's first-iteration violation count came out at 1726. Per the placement log, port buffering inserted 20 buffers. The power per standard cell area is 292 mW/mm^2. The path depth of the worst reg2reg path is 6.

The critical path's slowest stage uses the library cell clkbuf_16. Setup repair after global routing left no endpoint under its margin. Per the final layout report, the fraction of cells sized above drive strength 1 comes to 37.8%. Across all hold checks on the routed design, the worst slack comes to 0.536 ns. For this block, the routed nets add up to 86.0 mm of wire. After floorplanning, the die was sized to cover 0.0659 sq mm. The kind of cell adding the most delay to the critical path is buffers and inverters. The instance count after placement with tap cells included is 2104.

The post-cts repair resize count is 0. Yosys mapped a number of flops with a built-in enable equal to 640. The switching power as a share of total power came out at 21.3%.

The stage-log warning count came out at 51. The number of remaining DRC errors came out at 0. In the synthesized netlist the async set-or-reset flop fraction comes to 0%. The mean cell area of the mapped netlist came out at 20.2 sq um. The cell area after synthesis is 0.0259 sq mm. The clock share of power is 46.9%. The leakage component of the power was reported as 14.4 nW.

Among all flip-flop cells after synthesis, the most frequent one is edfxtp_1. The cell total in the yosys stat output is 1283. The storage element area came out at 0.0193 sq mm. The final count of hold timing violations is 0. The number of inserted diodes is 0.

In the post-synthesis netlist, the biggest area contributors are edfxtp_1 74%, mux4_2 11%, mux2i_1 3.6%. The clock transition time at the flip-flop clock pins of the worst setup and hold paths came out at 0.06 ns. The die extent in x is 257 microns.

The number of buffer and inverter instances along the worst setup path is 14. The worst slack after detailed placement came out at 0.844 ns. Once detail routing completed, the nets flagged for antenna violations numbered 0. After synthesis, the netlist uses 54 different library cells. The share of power burned in combinational logic is 4.6%. According to the report, the first pass of detailed routing completed in 8 iterations. The HPWL after detailed placement is 36.8 mm. The normalized max-slew margin came out at 28.9%. The total via count after detailed routing is 17300.

The first global-routing pass estimated 125 mm of wire.
-- Yosys cell counts, types with 7 or more instances --
| library cell | instances |
|---|---|
| nor2_1 | 136 |
| nor3_1 | 15 |
| o22ai_1 | 9 |
| nand2_1 | 32 |
| buf_4 | 15 |
| buf_6 | 13 |
| buf_12 | 9 |
| clkbuf_1 | 13 |
| edfxtp_1 | 640 |
| buf_2 | 13 |
| a22oi_1 | 14 |
| nand4_1 | 7 |
| mux4_1 | 21 |
| mux4_2 | 121 |
| nor2b_1 | 12 |
| nand3_1 | 20 |
| mux2i_1 | 93 |
| buf_1 | 7 |
-- worst paths after layout --
| check | startpoint | end | slack [ns] |
|---|---|---|---|
| worst max register to register | ram[32][1]$_DFFE_PP_ | data_out[1]$_SDFFE_PP0P_ | 2.34 |
| worst min-delay path | data_out[0]$_SDFFE_PP0P_ | data_out[0]$_SDFFE_PP0P_ | 0.54 |
| worst max-delay path | clk | ram[108][0]$_DFFE_PP_ | 0.34 |
| worst min register to register | data_out[0]$_SDFFE_PP0P_ | data_out[0]$_SDFFE_PP0P_ | 0.54 |
-- worst register-to-register path, stage by stage (launching register included) --
cell	delay, ns
edfxtp_1	0.37
and2b_4	0.17
a2111oi_0	0.52
a2111oi_0	0.16
or4_1	0.64
nor3_1	0.67
nor4_1	0.11
-- cell type report --
| class | count | area share (%) |
|---|---|---|
| clock buffer | 564 | 32.9 |
| clock inverter | 165 | 2.29 |
| multi-input combinational | 561 | 14.4 |
| sequential | 645 | 46.7 |
| tap | 846 | 2.56 |
| timing repair buffer | 52 | 1.12 |
-- power groups by stage --
| stage | clock network, mW | registers [mW] | logic [mW] |
|---|---|---|---|
| 6_report | 5.67 | 5.86 | 0.554 |
| 4_1_cts | 5.75 | 5.86 | 0.547 |
| 5_1_grt | 5.92 | 5.85 | 0.577 |
-- cell families after synthesis --
logic type             count (synthesis)  synth area share, %
DFF                                  645                 74.5
AOI/OAI and AO/OA                     77                 2.38
muxes                                238                 16.3
buffers and inverters                 77                 2.59
and+or+nand+nor                      246                 4.21
-- flip-flops by register name, summed over array words and instances (netlist names) --
name	cells
data_out	5
ram	640
-- through the flow --
stage                     area (sq um)  utilization (%)  power (mW)
after floorplan                  25900                -        6.33
after global placement           26800             42.2        6.53
after detailed placement         26800             42.2        6.54
after CTS                        41400             65.1        12.1
after global routing             41400             65.1        12.4
final                            41400             65.1        12.1
-- per-layer routing --
metal	global-route usage [%]	share of wire (%)	vias up
met1	28.6	31	8132
met5	6.58	0.42	-
met2	30.7	42	1918
met3	36.1	18	764
li1	-	-	6494
met4	31.5	8.9	16
No activity file was given, so power comes from the tool's default toggle rates.
