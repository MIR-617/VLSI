===== config.mk =====
export PLATFORM = sky130hd
export DESIGN_NAME = sync_mem
export DESIGN_NICKNAME = sync_mem
export VERILOG_FILES = /design/flow/design.v
export SDC_FILE = /design/flow/constraint.sdc
export NUM_CORES = 4
export LEC_CHECK = 1
export CORE_UTILIZATION = 30

===== constraint.sdc =====
current_design sync_mem

set clk_period 9.1
set clk_io_pct 0.2

create_clock -name clk0 -period $clk_period [get_ports {clk}]

set non_clock_inputs [all_inputs -no_clocks]
set_input_delay [expr $clk_period * $clk_io_pct] -clock clk0 $non_clock_inputs
set_output_delay [expr $clk_period * $clk_io_pct] -clock clk0 [all_outputs]

===== design.v =====
interface and_if;
  logic a,b;
  logic y;
endinterface
module sync_mem(clk,reset,addr,datain,dataout,wr,rd);
  parameter data=5;
  parameter address=7;
  input clk;
  input reset;
  input [address-1:0]addr;
  input [data-1:0]datain;
  input wr;
  input rd;
  output reg [data-1:0]dataout;
  reg [4:0]ram[120:0];
  always @(posedge clk) begin
    if(reset)
      dataout=0;
    else if (wr)
      ram[addr]<=datain;
    else if(rd)
      dataout<=ram[addr];
  end
endmodule

===== run.sh =====
#!/bin/bash
# OpenROAD 26Q1-2900-gdf79404cd8, Yosys 0.63+post, stock flow scripts
make -C /OpenROAD-flow-scripts/flow DESIGN_CONFIG=/design/flow/config.mk WORK_HOME=/design/flow/orfs finish

==> CHANGELOG.md <==
## Implementation

* Startpoint of the tightest hold check path: dataout[3]
* Data required time of the worst path at 9350 ps
* Number of synthesis warnings at 1
* Antenna violations before repair at 0
* Dominant cell type by count on the critical path: sky130_fd_sc_hd__nor2_1
* Horiz. Die Dim at 287 microns
* Post-synth top flop: sky130_fd_sc_hd__edfxtp_1
* Vias per cell at 5.35
* Overall power at 5.72 mW
* Starting density of the core at 30.3%
* Final Routed Wirelength at 68000 microns
* Nature of the critical path endpoint: flop
* Wirelength per Cell at 26.3 microns
* Sequential share of the synthesized area at 74.9%
* Post-synth EDFFs at 605
* Number of rows created at floorplan at 104
* Pre-CTS setup slack at 3980 ps
* Cts repair resizes at 0
* Leakage power at 8.52 nW
* Hold buffers post-CTS at 0
* Transition time of the tightest slew-check pin at 1060 ps
* Arrival time worst endpoint at 4780 ps
* Largest net degree at the start of global routing at 68
* Number of routed nets with antenna violations at 0
* Maxcap violations at 0
* DRC violation count after routing at 0
* Overall fraction of global-route tracks in use at 17.7%
* Placeable core region at 0.0805 sq mm
* Number of port buffers at 20
* Critical path launch point type: primary input
* Syn Area/Cell at 16.9 sq um
* Final tally of hold violations at 0
* Clock latency reported for the late side of the worst-skew pair at 630 ps
* Post-route clock period utilization at 49.8%
* Highest achievable clock rate at 0.221 GHz
* Layout overhead on the synthesized area at 12.4%
* Unique cell type count in the Yosys netlist at 69
* Clock root buffer master: sky130_fd_sc_hd__clkbuf_16
* Pwr Density at 209 mW/mm^2
* CTS tree: built
* Global-route wire length before repair at 100000 microns
* Cell type of the slowest stage on the worst timing path: sky130_fd_sc_hd__clkdlybuf4s50_1
* Setup repair after global routing missed its margin: false
* Number of buffers inserted during clock tree synthesis at 60
* Total number of vias at 13803
* Global placement routability congestion at 0.983
* Relative max-transition margin at 29.3%
* Status: finished, final reports clean
* Delay-heaviest family, CP: simple AND/OR/NAND/NOR gates
* Clock slew seen by the registers of the worst setup and hold paths at 60 ps
* Maximum level of the CTS H-tree at 2
* Buf+Inv Stages, Crit Path at 2
* Worst hold margin at 594 ps
* Post-detailed-placement half-perimeter wirelength at 42000 microns
* Flop and latch count out of synthesis at 610
* CTS sink cnt at 610
* Diode insertion count for antenna repair at 0
* Chip area at 0.0824 sq mm
* Maximum buffer depth of the clock tree at 3
* Type of the tightest min-delay check: flop to flop
* Die Span Y at 287 microns
* Sum Neg Setup Slack at 0 ps
* Number of buffers added for setup after CTS at 0
* Kind of critical path: primary input to flop
* Gate Count Post-Synth at 1444
* Congestion Overflow GR at 0
* Number of primary I/O pins at 21
* Share of post-route cells with drive strength above 1 at 14.4%
* Final slew viol count at 0
* Router iterations before antenna repair at 7
* Launching point of the worst reg2reg path: ram[37][4]
* Number of OpenROAD warnings at 25
* Cell area after synthesis at 0.0244 sq mm
* YS chip area at 0.0244 sq mm
* Launch point of the critical path: addr[5]
* Post-synth ARST share at 0%
* Cells in synth_stat.txt at 1444
* Cell-by-cell listing of the critical path: clkdlybuf4s50_1 -> inv_1 -> nor2_1 -> nand2_1 -> nor2_1
* Largest fanout on the critical path at 9
* FILL cells at 7495
* Max IR drop VDD at 0.139 mV
* Fin worst setup slack at 4570 ps
* Time the final worst path needs with I/O delays and setup at 4530 ps
* Number of design-rule violations left by the first detailed-router iteration at 1224
* Count of final setup violators at 0
* Maximum single-stage delay on the critical path at 850 ps
* Vias in the first global route at 15049
* Worst setup skew after layout at 19.9 ps
==> through the flow <==
stage / area, sq um / utilization, % / cells
after floorplan: 24400 / - / 1444
after global placement: 25600 / 31.8 / 2472
after detailed placement: 25600 / 31.8 / 2472
after CTS: 27400 / 34.0 / 2581
after global routing: 27400 / 34.0 / 2581
final: 27400 / 34.0 / 2581
==> final timing paths <==
path	slack, ps	endpoint	cells after the start
setup / recovery	4570	ram[60][2]	5
hold / removal	590	dataout[3]	2
setup reg to reg	6980	dataout[4]	6
hold reg to reg	590	dataout[3]	2
==> cells by family (layout without fill, tap and decap cells) <==
logic type | after synthesis | count (layout) | synth area share, %
mux | 170 | 170 | 9.00
simple gates | 276 | 276 | 4.83
buf+inv | 104 | 181 | 2.72
flops | 610 | 610 | 74.9
compound gates | 284 | 284 | 8.56
==> synthesized netlist by cell type (5+ instances only) <==
library cell,instances,area [sq um]
sky130_fd_sc_hd__o21ai_1,5,25.0
sky130_fd_sc_hd__buf_6,16,180
sky130_fd_sc_hd__mux2_2,28,315
sky130_fd_sc_hd__nand3_1,10,50.1
sky130_fd_sc_hd__a21oi_1,46,230
sky130_fd_sc_hd__nand2_1,55,206
sky130_fd_sc_hd__a221o_1,12,120
sky130_fd_sc_hd__dfxtp_1,5,100
sky130_fd_sc_hd__a31oi_1,8,50.1
sky130_fd_sc_hd__buf_2,42,210
sky130_fd_sc_hd__mux2_4,5,75.1
sky130_fd_sc_hd__a221oi_1,45,394
sky130_fd_sc_hd__edfxtp_1,605,18200
sky130_fd_sc_hd__a22o_1,16,140
sky130_fd_sc_hd__o22ai_1,16,100
sky130_fd_sc_hd__o211ai_1,8,60.1
sky130_fd_sc_hd__o21ai_0,30,150
sky130_fd_sc_hd__mux4_2,34,766
sky130_fd_sc_hd__nor2_1,158,593
sky130_fd_sc_hd__a22oi_1,49,368
sky130_fd_sc_hd__nor2b_1,9,56.3
sky130_fd_sc_hd__nor3_1,18,90.1
sky130_fd_sc_hd__o221ai_1,5,43.8
sky130_fd_sc_hd__nand2b_1,6,37.5
sky130_fd_sc_hd__clkbuf_1,23,86.3
sky130_fd_sc_hd__buf_4,12,90.1
sky130_fd_sc_hd__mux2_1,6,67.6
sky130_fd_sc_hd__a211oi_1,5,37.5
sky130_fd_sc_hd__mux2i_1,97,971
==> flip-flops by register name (all words and copies together), names as in the netlist <==
signal   count
dataout      5
ram        605
==> placed cells by master (no fill, tap or decap), types with 18 or more instances in the layout <==
master,Yosys,final
sky130_fd_sc_hd__clkinv_1,1,19
sky130_fd_sc_hd__mux4_2,34,34
sky130_fd_sc_hd__a21oi_1,46,46
sky130_fd_sc_hd__a221oi_1,45,45
sky130_fd_sc_hd__clkbuf_16,0,61
sky130_fd_sc_hd__nor2_1,158,157
sky130_fd_sc_hd__buf_4,12,53
sky130_fd_sc_hd__edfxtp_1,605,605
sky130_fd_sc_hd__mux2i_1,97,97
sky130_fd_sc_hd__nor3_1,18,18
sky130_fd_sc_hd__o21ai_0,30,30
sky130_fd_sc_hd__nand2_1,55,55
sky130_fd_sc_hd__a22oi_1,49,49
sky130_fd_sc_hd__mux2_2,28,28
==> where the power goes <==
part	internal, mW	switching [mW]	total [mW]
Clock	1.27	1.02	2.29
Sequential	3.10	0.00516	3.10
Combinational	0.0958	0.233	0.329
==> final cells by class <==
cell class	instances	area [sq um]	share of cell area, %
timing repair buffer	67	541	1.97
inverter	5	18.8	0.0685
multi-input combinational	730	5470	20.0
clock buffer	73	1570	5.73
tap	1060	1330	4.84
clock inverter	36	221	0.808
sequential	610	18300	66.6
==> tightest hold or removal path: stages, from the launching register on <==
cell and delay, ps:
sky130_fd_sc_hd__dfxtp_1 370, sky130_fd_sc_hd__nor2_1 120, sky130_fd_sc_hd__a211oi_1 50
==> routing by layer <==
layer / vias up / global-route usage [%] / share of wire (%)
li1: 5863 / - / -
met1: 6796 / 21.7 / 36
met5: - / 0.174 / 0
met2: 974 / 25.8 / 45
met3: 170 / 12.2 / 16
met4: 0 / 5.19 / 3.7
Power figures rest on the tool's default switching activity, not on a simulated workload.
